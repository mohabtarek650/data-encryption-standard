`./config.mk`:
```
export PLATFORM = sky130hd
export DESIGN_NAME = DATA_SYNC
export DESIGN_NICKNAME = DATA_SYNC
export VERILOG_FILES = /design/flow/design.v
export SDC_FILE = /design/flow/constraint.sdc
export NUM_CORES = 4
export LEC_CHECK = 1
export CORE_UTILIZATION = 30
```
`./design.v`:
```
module DATA_SYNC # ( parameter NUM_STAGES = 2 ,
	 parameter BUS_WIDTH = 32 )(
input    logic                      CLK,
input    logic                      RST,
input    logic     [BUS_WIDTH-1:0]  unsync_bus,
input    logic                      bus_enable,
output   logic      [BUS_WIDTH-1:0]  sync_bus,
output   logic                       enable_pulse_d
);
reg   [NUM_STAGES-1:0]    sync_reg;
reg                       enable_flop ;
wire                      enable_pulse ;
wire  [BUS_WIDTH-1:0]     sync_bus_c ;
always @(posedge CLK or negedge RST)
 begin
  if(!RST)       
   begin
    sync_reg <= 'b0 ;
   end
  else
   begin
    sync_reg <= {sync_reg[NUM_STAGES-2:0],bus_enable};
   end  
 end
always @(posedge CLK or negedge RST)
 begin
  if(!RST)       
   begin
    enable_flop <= 1'b0 ;	
   end
  else
   begin
    enable_flop <= sync_reg[NUM_STAGES-1] ;
   end  
 end
assign enable_pulse = sync_reg[NUM_STAGES-1] && !enable_flop ;
assign sync_bus_c =  enable_pulse ? unsync_bus : sync_bus ;  
always @(posedge CLK or negedge RST)
 begin
  if(!RST)       
   begin
    sync_bus <= 'b0 ;	
   end
  else
   begin
    sync_bus <= sync_bus_c ;
   end  
 end
always @(posedge CLK or negedge RST)
 begin
  if(!RST)       
   begin
    enable_pulse_d <= 1'b0 ;	
   end
  else
   begin
    enable_pulse_d <= enable_pulse ;
   end  
 end
endmodule
```
`./constraint.sdc`:
```
current_design DATA_SYNC

set clk_period 2.9
set clk_io_pct 0.2

create_clock -name clk0 -period $clk_period [get_ports {CLK}]

set non_clock_inputs [all_inputs -no_clocks]
set_input_delay [expr $clk_period * $clk_io_pct] -clock clk0 $non_clock_inputs
set_output_delay [expr $clk_period * $clk_io_pct] -clock clk0 [all_outputs]
```
`./run.sh`:
```
#!/bin/bash
# OpenROAD 26Q1-2900-gdf79404cd8, Yosys 0.63+post, stock flow scripts
make -C /OpenROAD-flow-scripts/flow DESIGN_CONFIG=/design/flow/config.mk WORK_HOME=/design/flow/orfs finish
```
==> results.py <==
# Auto-generated metrics
metrics = {
    "timing": {
        "tns_ns": 0,
        "slew_headroom": 0.495,
        "max_freq_ghz": 0.564,
        "slew_viol_final": 0,
        "whs_ns": 0.347,
        "setup_viol": 0,
        "period_used_share": 0.611,
        "min_period_ns": 1.77,
        "worst_slack_ns": 1.13,
        "hold_viol_final": 0,
        "worstMarginPinSlew_ns": 0.757,
        "rsz0062_at_grt": "no",
        "skew_ns": 0.00137,
    },
    "yosys": {
        "synth-compound-area-share": 0,
        "ys_chip_area_um2": 1460,
        "logic_family": "multiplexers",
        "ys_sh_xor": 0,
        "ys_ff": 36,
        "syn_area_per_cell_um2": 19.9,
        "adder_share": 0,
        "ys_warn_count": 1,
        "syn_inst": 73,
        "ys_seq_frac": 0.619,
        "synth_area_um2": 1460,
        "yosysUniqueCellTypes": 6,
        "synthMuxAreaShare": 0.322,
        "ys_cells": 73,
        "simple_gate_share": 0.00946,
    },
    "final_layout": {
        "largest_reg_flops": 32,
        "final_cells": 198,
        "lay_top_count": "clkdlybuf4s50_1",
        "area_growth_pct": 52.5,
        "layout_top_cells": "66 x clkdlybuf4s50_1, 36 x dfrtp_1, 29 x mux2_4",
        "fill_cells": 372,
        "drive_gt1_frac": 0.288,
    },
    "job": {
        "maxCapViolations": 0,
        "tool_warnings": 25,
    },
    "die": {
        "io_pins": 68,
        "die_area_um2": 5130,
        "die_w_um": 71.6,
        "initCoreUtil": 0.323,
        "rows": 24,
        "die_h_um": 71.6,
        "core_area_um2": 4500,
    },
    "power_and_ir_drop": {
        "p_leak_nw": 0.976,
        "powerDensity_nw_per_um2": 561,
        "finalPower_mw": 1.25,
        "irDropWorstVdd_v": 0.000280,
    },
    "critical_path": {
        "r2r-end": "sync_bus[19]",
        "critPathArrivalTime_ns": 1.93,
        "crit_type": "flip-flop to flip-flop",
        "critical_path_required_ns": 3.06,
        "ff2ff_setup_slack_ns": 1.13,
        "cp-start-kind": "flip-flop",
        "path_max_fanout": 20,
        "r2r_start": "enable_flop",
        "end_kind": "flip-flop",
        "reg2reg_depth": 3,
    },
    "cts": {
        "cts_resized": 0,
        "hold_buffers": 0,
        "post_cts_buffers": 0,
        "cts_tree": "done",
        "max-clock-path-buffers": 2,
        "clock_latency_ns": 0.27,
        "cts-root-buf": "clkbuf_8",
        "htree_levels": 2,
        "cts_inserted_buffers": 5,
        "clkTransAtPathRegs_ns": 0.07,
        "cts.sink_count": 36,
    },
    "detailed_routing": {
        "vias": 842,
        "drc": 0,
        "ant_nets": 0,
        "drt_iter0_markers": 25,
        "finalWirelength_um": 2610,
        "wl_per_cell_um": 13.2,
        "n_antenna_cell": 0,
        "firstDrtPassIters": 2,
        "viasPerCell": 4.25,
    },
    "hold_path": {
        "min_path_type": "flip-flop to flip-flop",
        "hold_end": "sync_reg[1]",
        "min_path_cells": 0,
        "hold_start": "sync_reg[0]",
    },
    "place": {
        "dp.final_hpwl_um": 1780,
        "port_buffers": 67,
        "dp_slack_ns": 1.11,
        "placed_cells": 190,
        "globalplace.congestion": 0.691,
    },
    "outcome": {
        "status": "finished clean",
    },
    "global_route": {
        "grt_pass1_vias": 857,
        "track_usage": 0.107,
        "overflow": 0,
        "antenna_found_initial": 0,
        "grt_max_degree": 37,
        "grt_first_pass_wirelength_um": 4170,
    },
}
[layout make-up]
class	instances	area (um^2)	area share
multi-input combinational	33	483	0.218
timing repair buffer	69	681	0.307
tap	52	65.1	0.0293
clock buffer	8	90.1	0.0406
sequential	36	901	0.406
[report_power, final]
group | leakage, nW | switching (mW) | internal [mW]
logic | 0.507 | 0.0510 | 0.234
clock network | 0.0455 | 0.160 | 0.194
registers | 0.423 | 0.0360 | 0.571
[routing by layer]
metal | vias up | GRT usage | wire length, um
li1 | 393 | - | -
met1 | 404 | 0.158 | 1180
met2 | 39 | 0.166 | 1190
met3 | 6 | 0.0285 | 188
met4 | 0 | 0.0218 | 57
met5 | - | 0 | 0
[cell families after synthesis]
| family | after synthesis |
|---|---|
| buf+inv | 4 |
| flops | 36 |
| mux | 32 |
| simple gates | 1 |
[metrics by stage]
| stage | utilization | instance area, um^2 |
|---|---|---|
| floorplan | - | 1460 |
| global placement | 0.473 | 2130 |
| detailed placement | 0.473 | 2130 |
| CTS | 0.493 | 2220 |
| global route | 0.493 | 2220 |
| finish | 0.493 | 2220 |
[cells in the mapped netlist]
cell	instances	area, um^2
mux2_2	3	33.8
dfrtp_1	36	901
mux2_4	29	435
nor2b_4	1	13.8
buf_6	1	11.3
buf_12	3	60.1
[worst max-delay path by stage]
stage                        from           end  slack (ns)  cells past startpoint
after CTS             enable_flop  sync_bus[19]        1.08                      3
final                 enable_flop  sync_bus[19]        1.13                      3
after global routing  enable_flop  sync_bus[19]        1.04                      3
[critical path, stage by stage (launching register included)]
cell     delay (ns)
dfrtp_1        0.39
nor2b_4        0.59
buf_4          0.35
mux2_4         0.32
Power is estimated from default activity; no workload was simulated.
