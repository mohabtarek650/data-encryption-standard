--- /design/flow/design.v ---
module apb_slave (
    input  logic        PCLK,        
    input  logic        PRESETn,     
    input  logic        PSEL,        
    input  logic        PENABLE,     
    input  logic        PWRITE,      
    input  logic [11:0] PADDR,       
    input  logic [31:0] PWDATA,      
    output logic [31:0] PRDATA,      
    output  logic [11:0] PADDR_out,
    output logic        PREADY,      
    output logic        PSLVERR      
);
  logic [63:0] array ;
    always_ff @(posedge PCLK or negedge PRESETn) begin
        if (!PRESETn) begin
            PREADY     <= 1'b0;
            PSLVERR    <= 1'b0;
            array     <= 64'b0;
        end else begin
            if (PSEL && PENABLE) begin
                if (PWRITE) begin
                   PREADY     <= 1'b0;
                       if (PADDR[3:0]==0) begin  
                           array[31:0] <= PWDATA;
                       end else begin 
                           array[63:32] <= PWDATA;
                   end 
                end else begin
                  if (PADDR[3:0]==0) begin  
                        PRDATA <= array[31:0] ; 
                        PREADY     <= 1'b1;
                        PADDR_out <= PADDR;
                    end else if (PADDR[3:0]==1) begin 
                        PRDATA <= array[63:32]; 
                        PREADY     <= 1'b1;
                        PADDR_out <= PADDR;
                     end else begin 
                       PSLVERR <= 1'b1;
                       PREADY  <= 1'b0;
                   end 
                end
            end
        end
    end
endmodule
--- /design/flow/run.sh ---
#!/bin/bash
# OpenROAD 26Q1-2900-gdf79404cd8, Yosys 0.63+post, stock flow scripts
make -C /OpenROAD-flow-scripts/flow DESIGN_CONFIG=/design/flow/config.mk WORK_HOME=/design/flow/orfs finish
--- /design/flow/config.mk ---
export PLATFORM = sky130hd
export DESIGN_NAME = apb_slave
export DESIGN_NICKNAME = apb_slave
export VERILOG_FILES = /design/flow/design.v
export SDC_FILE = /design/flow/constraint.sdc
export NUM_CORES = 4
export LEC_CHECK = 1
export CORE_UTILIZATION = 40
--- /design/flow/constraint.sdc ---
current_design apb_slave

set clk_period 1.8
set clk_io_pct 0.2

create_clock -name clk0 -period $clk_period [get_ports {PCLK}]

set non_clock_inputs [all_inputs -no_clocks]
set_input_delay [expr $clk_period * $clk_io_pct] -clock clk0 $non_clock_inputs
set_output_delay [expr $clk_period * $clk_io_pct] -clock clk0 [all_outputs]
==> flow_metrics.py <==
# Physical implementation metrics
metrics = {
    "global_route": {
        "grt.overflow.total": 0,
        "first_global_vias": 2422,
        "grt_pass1_wl_mm": 12.3,
        "antenna_found_initial": 0,
        "grt.total_usage_pct": 15.3,
        "grt_max_degree": 57,
    },
    "logic_synthesis": {
        "ys_cells": 226,
        "synth.avg_cell_area_sq_um": 18.6,
        "yosys.cell_types.count": 15,
        "yosysWarningCount": 1,
        "flop_cell": "dfrtp_1",
        "synth_area_sq_um": 4210,
        "top_area_share_pct": 39.2,
        "edf_count": 44,
        "async_reset_ff_share_pct": 60.0,
        "synth_top_cell_by_area": "dfrtp_1",
        "ys_seq_share_pct": 70.6,
        "syn_inst": 226,
        "ys_ff": 110,
        "common_cells": "mux2_2, dfrtp_1, edfxtp_1",
        "top_cells_by_area": "dfrtp_1, edfxtp_1, mux2_2, mux2_1, buf_6",
        "synth_chip_area_sq_um": 4210,
        "synth_top_cell_by_count": "mux2_2",
    },
    "sta": {
        "fmax_mhz": 568,
        "max_slew_margin_pct": 52.3,
        "clock_skew_ps": 12.3,
        "slew_violations": 0,
        "setup-violations-final": 0,
        "fin_crit_sh_pct": 97.8,
        "worst_pin_slew_ps": 716,
        "rsz0062_at_grt": "no",
        "finalSetupTns_ps": 0,
        "hold_viol": 0,
        "post-route-min-period_ps": 1760,
    },
    "setup_path": {
        "cp_slowest_stage_delay_ps": 530,
        "path_buffers": 3,
        "crit_type": "input port to register",
        "arrival_ps": 2000,
        "path_cells": "clkdlybuf4s50_1 > nor4_4 > buf_12 > nor2_4 > buf_4 > mux2_2",
        "cp_top_family": "buffers and inverters",
        "setup.worst_path.start": "PADDR[0]",
        "critPathSlowestCell": "clkdlybuf4s50_1",
        "reg2reg_slack_ps": 890,
        "path_depth": 6,
        "rr_worst_depth": 1,
        "r2r-end": "PRDATA[21]",
        "start_kind": "input port",
        "cp-end-kind": "register",
        "r2r_start": "array[53]",
        "required_ps": 2040,
        "crit_end": "array[37]",
        "worstPathMaxFanout": 9,
    },
    "die": {
        "die_w_um": 105,
        "fp.dieH_um": 105,
        "core_area_sq_um": 10300,
        "num_io_pins": 95,
        "fp_util_pct": 41.0,
        "die-area_sq_um": 10900,
        "row_count": 37,
    },
    "route": {
        "post_drt_wl_per_cell_um": 15.2,
        "vias_per_cell": 4.73,
        "ant_nets": 0,
        "vias": 2326,
        "totalWireLength_mm": 7.49,
        "antenna_cells_inserted": 0,
        "drc": 0,
        "first_pass_iters": 4,
        "drtIter0Drc": 32,
    },
    "clock_tree": {
        "cts_buffer_depth": 2,
        "worstSkewPairLatency_ps": 360,
        "numCtsBuffers": 9,
        "cts_tree": "yes",
        "cts.sinks": 110,
        "cts_root_buf": "clkbuf_8",
        "clk_pin_slew_ps": 100,
        "htree_levels": 3,
    },
    "cells_and_area": {
        "drive_gt1_share_pct": 40.2,
        "instances_no_fill": 492,
        "n_fill_cell": 793,
        "area_growth_syn_to_layout_pct": 39.9,
    },
    "power": {
        "cellLeakagePower_nw": 2.34,
        "peakVddDrop_mv": 0.421,
        "power_density_nw_per_um2": 851,
    },
    "placement": {
        "port_buffers": 94,
        "place_congestion": 0.799,
        "dpl.hpwl_mm": 4.93,
        "dp_cells": 470,
    },
    "run": {
        "warning_count": 25,
        "cap_viol_max_count": 0,
    },
    "status": {
        "status": "finished, final reports clean",
    },
    "hold_path": {
        "hold_class": "input port to asynchronous set/reset pin",
    },
}
## how the worst min path moves through the flow
stage / endpoint / cells after the start
finish: array[30] / 2
CTS: array[35] / 2
global route: array[30] / 2
## layout make-up
cell class                 instances  area, sq um  share of cell area, %
timing repair buffer             123         1360                   23.1
multi-input combinational        107         1200                   20.4
clock inverter                     5         43.8                  0.744
sequential                       110         2970                   50.5
clock buffer                      11          141                   2.40
tap                              136          170                   2.89
## cell usage in the layout, fill, tap and decap left out, types with 3 or more instances in the layout
master / instances
buf_12: 12
buf_4: 14
clkbuf_8: 10
clkdlybuf4s50_1: 90
clkinv_4: 3
dfrtp_1: 66
dlygate4sd2_1: 3
edfxtp_1: 44
mux2_1: 4
mux2_2: 92
## power by group
part           total (mW)  switching, mW  leakage, nW  internal [mW]
Sequential           2.99          0.104         1.22           2.89
Clock                1.39          0.829       0.0945          0.561
Combinational       0.627          0.197         1.02          0.430
Total                5.01           1.13         2.34           3.88
## through the flow
stage                     utilization (%)  setup slack (ps)  instance area, sq um  power [mW]  hold slack (ps)
final                                57.3              39.9                  5890        5.01              368
after detailed placement             54.4              -468                  5590        3.67              212
after global routing                 57.3              20.2                  5890        5.27              357
after CTS                            57.2              26.4                  5870        5.08              355
after global placement               54.4              -420                  5590        3.65              209
after floorplan                         -              3.93                  4210        3.39             64.4
## kinds of logic after synthesis
logic type      Yosys count  synth area share (%)
flops                   110                  70.6
compound gates            2                 0.357
mux                      96                  25.7
simple gates              9                  1.81
buf+inv                   9                  1.52
## routing by layer
| layer | wire, um | global-route usage (%) | vias up |
|---|---|---|---|
| met3 | 358 | 2.41 | 11 |
| met4 | 121 | 2.11 | 0 |
| met1 | 3530 | 26.3 | 1161 |
| met2 | 3480 | 22.8 | 65 |
| li1 | - | - | 1089 |
| met5 | 0 | 0 | - |
## timing repair
item                                   in CTS  in global routing
setup endpoints to repair                  86                  3
pin swaps                                   0                  1
hold buffers                                1                  0
endpoints found under the hold margin      10                  0
setup buffers                               3                  0
resized                                     5                  2
gates cloned                                2                  0
## state kept, by name, indices dropped and copies added, names as in the netlist
| signal | cells |
|---|---|
| PADDR_out | 12 |
| PRDATA | 32 |
| PREADY | 1 |
| PSLVERR | 1 |
| array | 64 |
Power is estimated from default activity; no workload was simulated.
